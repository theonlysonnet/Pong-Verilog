$ cat design/flow/design.v
module GoodButFixBallMotion(	
		CLOCK_50,						 
		SW, 								 
		KEY,							    
		VGA_CLK,   						 
		VGA_HS,							 
		VGA_VS,							 
		VGA_BLANK_N,					 
		VGA_SYNC_N,						 
		VGA_R,   						 
		VGA_G,	 						 
		VGA_B,
		AUD_ADCDAT,
		AUD_BCLK,
		AUD_ADCLRCK,
		AUD_DACLRCK,
		FPGA_I2C_SDAT,
		AUD_XCK,
		AUD_DACDAT,
		FPGA_I2C_SCLK		
	);
	input		    CLOCK_50;			 
	input	 [3:0] KEY;					 
	input  [9:0] SW;					 
	output		 VGA_CLK;   		 
	output		 VGA_HS;				 
	output		 VGA_VS;				 
	output		 VGA_BLANK_N;		 
	output		 VGA_SYNC_N;		 
	output [7:0] VGA_R;   			 
	output [7:0] VGA_G;	 			 
	output [7:0] VGA_B;   			 
	input				AUD_ADCDAT;
	inout				AUD_BCLK;
	inout				AUD_ADCLRCK;
	inout				AUD_DACLRCK;
	inout				FPGA_I2C_SDAT;
	output				AUD_XCK;
	output				AUD_DACDAT;
	output				FPGA_I2C_SCLK;
	wire resetn;
	wire paddle1Up;
	wire paddle1Down;
	wire paddle2Up;
	wire paddle2Down;
	wire [2:0] colour;
	wire [7:0] x;
	wire [6:0] y;
	wire go, erase, plotEn, update, reset;
	assign resetn = SW[0];  
	assign paddle1Up = KEY[3];
	assign paddle1Down = KEY[2];
	assign paddle2Up = KEY[1];
	assign paddle2Down = KEY[0];
	parameter SCREEN_HEIGHT = 120;
   parameter PADDLE_HEIGHT = 4;  
	parameter BALL_SIZE = 1;
	wire [7:0] xCounter;
	wire [6:0] yCounter;
	wire [31:0] speed;
	vga_adapter VGA(
			.resetn(resetn),
			.clock(CLOCK_50),
			.colour(colour),
			.x(x),
			.y(y),
			.plot(go),
			.VGA_R(VGA_R),
			.VGA_G(VGA_G),
			.VGA_B(VGA_B),
			.VGA_HS(VGA_HS),
			.VGA_VS(VGA_VS),
			.VGA_BLANK(VGA_BLANK_N),
			.VGA_SYNC(VGA_SYNC_N),
			.VGA_CLK(VGA_CLK));
		defparam VGA.RESOLUTION = "160x120";
		defparam VGA.MONOCHROME = "FALSE";
		defparam VGA.BITS_PER_COLOUR_CHANNEL = 1;
		defparam VGA.BACKGROUND_IMAGE = "black.mif";
	controlPath c(CLOCK_50, resetn, xCounter, yCounter, speed, go, erase, update, plotEn, reset);
	dataPath d(CLOCK_50, resetn, plotEn, go, erase, update, reset, paddle1Up, paddle1Down, paddle2Up, paddle2Down, x, y, colour, xCounter, yCounter, speed);
		DE1_SoC_Audio_Example audio(
  .CLOCK_50 (CLOCK_50),
  .KEY(KEY),
  .AUD_ADCDAT (AUD_ADCDAT),
  .AUD_BCLK (AUD_BCLK),
  .AUD_ADCLRCK (AUD_ADCLRCK),
  .AUD_DACLRCK (AUD_DACLRCK),
  .FPGA_I2C_SDAT (FPGA_I2C_SDAT),
  .AUD_XCK (AUD_XCK),
  .AUD_DACDAT (AUD_DACDAT),
  .FPGA_I2C_SCLK (FPGA_I2C_SCLK),
  .SW(SW));
	endmodule
module controlPath (input clk, resetn,
						 input [7:0] xCounter,  
						 input [6:0] yCounter,  
						 input [31:0] speed,
						 output reg go, erase, update, plotEn, reset);
	reg [2:0] currentSt, nextSt;
	localparam UPDATE = 3'b000;
   localparam DRAW   = 3'b001;
   localparam PAUSE  = 3'b010;
   localparam ERASE  = 3'b011;
   localparam RESET  = 3'b100;
	always @(*) begin
		case(currentSt)
            RESET: nextSt = UPDATE;
            UPDATE: nextSt = DRAW;
			DRAW: begin
				if((xCounter == 8'd160) && (yCounter == 7'd120))   
					nextSt = PAUSE;
				else 
					nextSt = DRAW;
				end
			PAUSE: begin
				if(speed < 32'd6250000)
					nextSt = PAUSE;
				else
					nextSt = ERASE;
				end
			ERASE: begin
				if ((xCounter != 8'd160) || (yCounter != 7'd120))
					nextSt = ERASE;
				else
					nextSt = UPDATE;
				end
			default: nextSt = RESET;
		endcase
	end
	always@(*)
	begin
		go = 1'b0;
		update = 1'b0;
		reset = 1'b0;
		erase = 1'b0;
		plotEn = 1'b0;
		case(currentSt)
         RESET: begin
                 reset = 1'b1;
					  go = 1'b1;
               end
			UPDATE: begin
                 go = 1'b0;
					  update = 1'b1;
					end
         DRAW: begin
					  go = 1'b1;
                 plotEn = 1'b1;
					end
			PAUSE: begin 
					  go = 1'b0;
					end
			ERASE: begin 
					  erase = 1'b1;
                 go = 1'b1;
					end
			endcase
		end
	always @(posedge clk)
	begin
			if(!resetn)
				currentSt <= RESET;
			else
				currentSt<=nextSt;
	end
endmodule 
module dataPath(input clk, resetn, plotEn, go, erase, update, reset, paddle1Up, paddle1Down, paddle2Up, paddle2Down,
					 output reg [7:0] X,
					 output reg [6:0] Y,
					 output reg [2:0] CLR,
					 output reg [7:0] xCounter,
					 output reg [6:0] yCounter, 
					 output reg [31:0] speed
                      );
	reg [6:0] Paddle1_Y;
	reg [6:0] Paddle2_Y;
	reg [7:0] Ball_X;
	reg [6:0] Ball_Y;
	reg [2:0] Ball_Vx;
	reg [2:0] Ball_Vy;
	reg [2:0] Updated_Ball_Vx;
	reg [2:0] Updated_Ball_Vy;
	reg [3:0] paddle1_score;
	reg [3:0] paddle2_score;
	reg [2:0] direction;
	parameter SCREEN_WIDTH = 159;
	parameter SCREEN_HEIGHT = 119;
	parameter PADDLE_HEIGHT = 4;
	parameter BALL_SIZE = 2;
	parameter MAX_SCORE = 4'b1001;
	localparam UP = 3'b000;
   localparam DOWN = 3'b001;
   localparam  LEFT_UP = 3'b010;
   localparam  LEFT_DOWN = 3'b011;
   localparam  RIGHT_UP = 3'b100;
   localparam RIGHT_DOWN = 3'b101;
	always @(posedge clk) 
	begin
		if (reset || !resetn) begin
			X <= 8'd156;
			Y <= 7'b0;
			xCounter<= 8'b0;
			yCounter <= 7'b0;
			speed <= 32'd0;
			Ball_X <= SCREEN_WIDTH/2;
			Ball_Y <= SCREEN_HEIGHT/2;
			Paddle1_Y <= SCREEN_HEIGHT/2;
			Paddle2_Y <= SCREEN_HEIGHT/2;
			Ball_Vx <= 2;
			Ball_Vy <= 0;
        end
        if(update) begin     
				xCounter<= 8'b0;
				yCounter <= 7'b0;
				if(!paddle1Up && (Paddle1_Y<=(SCREEN_HEIGHT-PADDLE_HEIGHT)))
				begin
					Paddle1_Y <= Paddle1_Y + 1;
				end
				if(!paddle2Up && (Paddle2_Y<=(SCREEN_HEIGHT-PADDLE_HEIGHT)))
				begin
					Paddle2_Y <= Paddle2_Y + 1;
				end
				if(!paddle1Down && (Paddle1_Y>=PADDLE_HEIGHT))
				begin
					Paddle1_Y <= Paddle1_Y - 1;
				end
				if(!paddle2Down && (Paddle2_Y>=PADDLE_HEIGHT))
				begin
					Paddle2_Y <= Paddle2_Y - 1;
				end
				  Updated_Ball_Vx = Ball_Vx;   
				  Updated_Ball_Vy = Ball_Vy;
				  if (Ball_X == 6 || Ball_X == 5 || Ball_X == 4 || Ball_X == 3)
						begin
							integer BallSubsection;
							if ((Ball_X == 6) && (Ball_Y >= Paddle1_Y-PADDLE_HEIGHT-2) && (Ball_Y <= (Paddle1_Y + PADDLE_HEIGHT+2))) 
								begin
									if (Ball_Y >= (Paddle1_Y - PADDLE_HEIGHT-2) && Ball_Y <= Paddle1_Y-2) 
										BallSubsection = 1;
									else if (Ball_Y >= (Paddle1_Y - 1) && Ball_Y <= Paddle1_Y+1) 
										BallSubsection = 2;
									else BallSubsection = 3; 
								end
							if ((Ball_X == 3 || Ball_X == 4 || Ball_X == 5) && (Ball_Y >= Paddle1_Y-PADDLE_HEIGHT-2) && (Ball_Y <= (Paddle1_Y + PADDLE_HEIGHT+2))) 
								begin
									BallSubsection = 4;
								end
							case(BallSubsection)
								 1: 
									begin
									  Updated_Ball_Vx = -Ball_Vx;
									  Updated_Ball_Vy = Ball_Vy - 1;
									end
								 2: 
									begin
									  Updated_Ball_Vx = -Ball_Vx;
									  Updated_Ball_Vy = 0;
									end
								 3: 
									begin
									  Updated_Ball_Vx = -Ball_Vx;
									  Updated_Ball_Vy = Ball_Vy + 1;
									end
								 4: 
									begin
									  Updated_Ball_Vx = Ball_Vx;
									  Updated_Ball_Vy = -Ball_Vy;
									end
								 default: 
									begin
									  Updated_Ball_Vx = Ball_Vx;
									  Updated_Ball_Vy = Ball_Vy;
									end
							endcase
					  end
				  if (Ball_X == 152 || Ball_X == 153 || Ball_X == 154 || Ball_X == 155)
						begin
							integer BallSubsection;
							if ((Ball_X == 152) && (Ball_Y >= Paddle2_Y-PADDLE_HEIGHT-3) && (Ball_Y <= (Paddle2_Y + PADDLE_HEIGHT+3))) 
								begin
									if (Ball_Y >= (Paddle2_Y - PADDLE_HEIGHT-3) && Ball_Y <= Paddle2_Y+3) 
										BallSubsection = 1;
									else if (Ball_Y >= (Paddle2_Y - 1) && Ball_Y <= Paddle2_Y+1) 
										BallSubsection = 2;
									else BallSubsection = 3; 
								end    
							if ((Ball_X == 153 || Ball_X == 154) && (Ball_Y >= Paddle2_Y-PADDLE_HEIGHT-2) && (Ball_Y <= (Paddle2_Y + PADDLE_HEIGHT+2))) 
								begin
									BallSubsection = 4;
								end
							case(BallSubsection)
								 1: 
									begin
									  Updated_Ball_Vx = -Ball_Vx;
									  Updated_Ball_Vy = Ball_Vy - 1;
									end
								 2: 
									begin
									  Updated_Ball_Vx = -Ball_Vx;
									  Updated_Ball_Vy = 0;
									end
								 3: 
									begin
									  Updated_Ball_Vx = -Ball_Vx;
									  Updated_Ball_Vy = Ball_Vy + 1;
									end
								 4: 
									begin
									  Updated_Ball_Vx = Ball_Vx;
									  Updated_Ball_Vy = -Ball_Vy;
									end
								 default: 
									begin
									  Updated_Ball_Vx = Ball_Vx;
									  Updated_Ball_Vy = Ball_Vy;
									end
							endcase
					  end
				  if ((Ball_Y == BALL_SIZE) && (Ball_X > 2) && (Ball_X < SCREEN_WIDTH-2)) 
						begin
							Updated_Ball_Vx = Ball_Vx;
							Updated_Ball_Vy = -Ball_Vy;
						end
				  if ((Ball_Y == SCREEN_HEIGHT - BALL_SIZE) && (Ball_X > 2) && (Ball_X < SCREEN_WIDTH-2)) 
						begin
							Updated_Ball_Vx = Ball_Vx;
							Updated_Ball_Vy = -Ball_Vy;
						end
					if ((Ball_X == 2))  
						begin
						if (paddle2_score < MAX_SCORE) 
							begin
								paddle2_score = paddle2_score + 1;
							end
						end
					if (Ball_X == SCREEN_WIDTH - 2) 
						begin
						if (paddle1_score < MAX_SCORE) 
							begin
								paddle1_score = paddle1_score + 1;
							end
						end
				Ball_Vx <= Updated_Ball_Vx;
				Ball_Vy <= Updated_Ball_Vy;
				Ball_X <= Ball_X + Ball_Vx;
				Ball_Y <= Ball_Y + Ball_Vy;
				end
        if(go && plotEn) begin
            if (xCounter == 8'd160 && yCounter != 7'd120) 
            begin
					xCounter <= 8'b0;
					yCounter <= yCounter + 1;
			end
			else 
            begin
					xCounter <= xCounter + 1;
					X <= xCounter;
					Y <= yCounter;
					if(((X==3)||(X==4))&&((Y>(Paddle1_Y-6))&&(Y<(Paddle1_Y+6))))
                    begin
                        CLR<=3'b1;
                    end
               else if(((X==155)||(X==156))&&((Y>(Paddle2_Y-6))&&(Y<(Paddle2_Y+6))))
						  begin
                        CLR<=3'b1;
                    end
               else if(((X>Ball_X-2)&&(X<Ball_X+2))&&((Y>(Ball_Y-2))&&(Y<(Ball_Y+2))))
                    begin
                        CLR<=3'b1;
                    end
               else
                    begin
                        CLR<=3'b0;
                    end
			   end
        end
        if(!go && !update)
			begin
				xCounter<= 8'b0;
				yCounter <= 7'b0;
				if (speed == 32'd6250000) speed <= 32'd0;
				else speed <= speed + 1;
			end
		if (erase) 
            begin
			if(xCounter == 8'd160 && yCounter != 7'd120) 
                begin
                        xCounter <= 8'b0;
                        yCounter <= yCounter + 1;
                end
            else
                begin
                xCounter <= xCounter + 1;
                        X <= xCounter;
                        Y <= yCounter;
                        CLR <= 3'b0;
                end
		    end
	end
endmodule
$ cat design/flow/run.sh
#!/bin/bash
# OpenROAD 26Q1-2900-gdf79404cd8, Yosys 0.63+post, stock flow scripts
make -C /OpenROAD-flow-scripts/flow DESIGN_CONFIG=/design/flow/config.mk WORK_HOME=/design/flow/orfs finish
$ cat design/flow/config.mk
export PLATFORM = sky130hd
export DESIGN_NAME = dataPath
export DESIGN_NICKNAME = dataPath
export VERILOG_FILES = /design/flow/design.v
export SDC_FILE = /design/flow/constraint.sdc
export NUM_CORES = 4
export LEC_CHECK = 1
export CORE_UTILIZATION = 50
$ cat design/flow/constraint.sdc
current_design dataPath

set clk_period 7.4
set clk_io_pct 0.2

create_clock -name clk0 -period $clk_period [get_ports {clk}]

set non_clock_inputs [all_inputs -no_clocks]
set_input_delay [expr $clk_period * $clk_io_pct] -clock clk0 $non_clock_inputs
set_output_delay [expr $clk_period * $clk_io_pct] -clock clk0 [all_outputs]
==> job_summary.md <==
### Flow metrics

| Metric | Value |
|---|---|
| Synth Seq Share | 30.56% |
| Layout Cells excl Fill | 1314 |
| Reg-to-reg critical path endpoint | Ball_Vx[2]$_SDFFCE_PN0P_ |
| Post-CTS Hold Buffers | 0 |
| Via density per instance | 5.731 |
| Global route overflow | 0 |
| Critical Path Source | Paddle1_Y[3]$_DFF_P_ |
| Top_reg_cell synth | edfxtp_1 |
| Design area | 0.01022 mm^2 |
| Tmin final | 4276 ps |
| Worst-margin pin slew | 819.8 ps |
| Fp_density | 51.72% |
| RSZ-0062 raised after global routing | no |
| Clk_skew | 14.89 ps |
| Fill count | 1571 |
| Max rail drop VDD | 0.0001406 V |
| Unique cell types | 79 |
| Status | completed |
| Asr flop ratio synth | 0% |
| Cycle use final | 57.78% |
| OpenROAD warnings | 56 |
| DRC | 0 |
| Post-place instance area | 0.009908 mm^2 |
| Synth Register Bits | 109 |
| Root Driver | clkbuf_16 |
| # setup viols final | 0 |
| Initial antenna violation count | 0 |
| Bufs on Longest Clock Path | 2 |
| DIE HEIGHT | 136.5 um |
| Post-Route Setup TNS | 0 ps |
| Arr. time, crit path | 4360 ps |
| CTS Sinks | 109 |
| YS warnings | 1 |
| Antenna Cells | 0 |
| CP Launch Type | flop |
| Buffers added on ports | 75 |
| Worst R2R Setup Slack | 3120 ps |
| Number of CTS-inserted buffers | 9 |
| Post-DRT Antenna Nets | 0 |
| Area added between synthesis and finish | 13.12% |
| Placed Cells incl. Taps | 1298 |
| Max-cap viol count | 0 |
| Latency at later pin | 370 ps |
| Avg WL per Cell | 17.36 um |
| Core Footprint | 0.01748 mm^2 |
| CTS tree | done |
| Pin count of the biggest net entering global routing | 33 |
| Chip Area, Yosys | 0.009039 mm^2 |
| Leading area contributor after synthesis | edfxtp_1 |
| Post-CTS sizing | 0 |
| Ys cells | 1037 |
| Flip-flops with a built-in enable | 58 |
| Setup ws final | 3124 ps |
| Max frequency | 233.9 MHz |
| Leak | 4.002 nW |
| Hold WC Path Type | flop to flop |
| Slew HR | 45.10% |
| First drt pass iteration count | 5 |
| Area share, top type | 19.27% |
| Die area | 0.01862 mm^2 |
| Crit path DRT | 7490 ps |
| Crit path capture type | flop |
| Post-Synthesis Cells | 1037 |
| Crit path kind | flop to flop |
| Hold Vio Cnt, Final | 0 |
| Max FO, Critical Path | 15 |
| FF-to-FF Start | Paddle1_Y[3]$_DFF_P_ |
| First-pass GRT wire length | 37.32 mm |
| Most frequent cells in the layout | ha_1, nor2_1, nand2_1 |
| Max Slew Vio Count | 0 |
| Hpwl dp | 16.42 mm |
| FF/Latch Area | 0.002763 mm^2 |
| Logic area | 0.005851 mm^2 |
| Total GRT Usage | 26.55% |
| Drt total wl | 22.82 mm |
| Via count | 7530 |
| Layout cells sized above 1 | 3.857% |
| Worst-path clk slew | 90 ps |
| Mean cell area of the mapped netlist | 8.716 um^2 |
| Iteration-0 DRC Markers | 518 |
| Top cell excl fill/tap | ha_1 |
| PwrDens | 194.0 mW/mm^2 |
| Row count | 48 |
| # Post-CTS Setup Buffers | 0 |
| Worst Reg-to-Reg Cells | 14 |
| Vias in the first global route | 7046 |
| I/O Pins | 76 |
| Setup slack at placement | 3147 ps |
| H-Tree Depth | 3 |
| Worst Setup EP | Ball_Vx[2]$_SDFFCE_PN0P_ |
| Main area contributors | edfxtp_1, ha_1, dfxtp_1 |
| Die W | 136.5 um |
| Final weighted congestion in routability-driven placement | 0.9238 |
| Cell area after synthesis | 0.009039 mm^2 |
cells in the mapped netlist (13+ instances only):
library cell / instances
xnor2_1: 56
a21oi_1: 38
xor2_1: 62
o21a_1: 16
ha_1: 117
and2_1: 13
nor3_1: 19
o21ai_0: 55
edfxtp_1: 58
nand2_1: 86
inv_1: 47
clkbuf_1: 26
nor2b_1: 15
nor2_1: 103
nand4_1: 23
nand3_1: 61
dfxtp_1: 51
area by class of cell:
type                            count  area share, %
Multi-Input combinational cell    829          57.22
Timing Repair Buffer               85          8.076
Sequential cell                   109          27.02
Clock buffer                        9          2.203
Tap cell                          225          2.753
Clock inverter                      7         0.8933
Inverter                           50          1.836
power breakdown:
part | switching (W) | total (W) | leakage (nW) | internal (W)
Sequential | 0.000119 | 0.000810 | 1.05 | 0.000691
Clock | 0.000266 | 0.000514 | 0.155 | 0.000248
Combinational | 0.000344 | 0.000660 | 2.80 | 0.000317
worst min-delay path by stage:
stage	from	to	depth (start not counted)
4_1_cts	flop	flop	1
5_1_grt	flop	flop	1
6_report	flop	flop	1
cells by family (layout without fill, tap and decap cells):
| logic type | Yosys count | after routing | synth area share, % |
|---|---|---|---|
| mux | 1 | 1 | 0.1107 |
| compound gates | 207 | 207 | 15.25 |
| simple gates | 384 | 384 | 21.25 |
| xor+xnor | 118 | 118 | 11.43 |
| fa+ha+maj | 119 | 119 | 16.64 |
| buf+inv | 99 | 151 | 4.748 |
| flops | 109 | 109 | 30.56 |
metrics by stage:
step / utilization, % / total power [W] / hold slack (ps)
detailed placement: 56.69 / 0.001478 / 445.5
global route: 58.51 / 0.002122 / 486.9
global placement: 56.69 / 0.001478 / 442.5
floorplan: - / 0.001284 / 405.7
CTS: 58.51 / 0.002005 / 472.9
finish: 58.51 / 0.001984 / 467.3
routing by layer:
layer  global-route usage, %  part of all wire, %  up-vias
met3                   2.774                  3.5       14
li1                        -                    -     3833
met4                   3.210                 0.99        0
met5                       0                    0        -
met2                   42.16                   47      132
met1                   41.48                   49     3551
critical path, cell delays in order (launching register included):
cell,delay (ps)
dfxtp_1,670
inv_1,260
ha_1,350
nor4_1,190
a21oi_1,90
o21ai_0,220
xnor2_1,110
ha_1,200
or4_1,460
a221o_1,260
and4b_1,190
o221a_2,200
or4b_1,520
o41ai_1,80
a31o_1,190
Power is estimated from default activity; no workload was simulated.
